### run.sh
#!/bin/bash
# OpenROAD 26Q1-2900-gdf79404cd8, Yosys 0.63+post, stock flow scripts
make -C /OpenROAD-flow-scripts/flow DESIGN_CONFIG=/design/flow/config.mk WORK_HOME=/design/flow/orfs finish
### config.mk
export PLATFORM = sky130hd
export DESIGN_NAME = UART
export DESIGN_NICKNAME = UART
export VERILOG_FILES = /design/flow/design.v
export SDC_FILE = /design/flow/constraint.sdc
export NUM_CORES = 4
export LEC_CHECK = 1
export CORE_UTILIZATION = 30
### constraint.sdc
current_design UART

set clk_period 4.2
set clk_io_pct 0.2

create_clock -name clk0 -period $clk_period [get_ports {clk}]

set non_clock_inputs [all_inputs -no_clocks]
set_input_delay [expr $clk_period * $clk_io_pct] -clock clk0 $non_clock_inputs
set_output_delay [expr $clk_period * $clk_io_pct] -clock clk0 [all_outputs]
### design.v
`timescale 1ns / 1ps
module UART(
    input clk,
    input start,
    output reg tx,
    input rx,
    output reg [7:0] rxdata,
    output reg Rxflag
    );
    parameter clk_value=100_000_000;
    parameter baud=9600;
    parameter wait_count=clk_value/baud;
    reg bitdone=0;
    integer count=0;
    parameter idle=0,send=1,check=2;
    reg[1:0] state=idle;
    always@(posedge clk)
    begin
    if(state == idle)
    begin
        count <=0;
    end
    else begin
        if(count == wait_count)
        begin
            bitdone <=1'b1;
            count <=0;
        end
        else
        begin
            count<=count+1;
            bitdone <=1'b0;
        end
    end
    end
    reg[9:0] txData;
    integer Bitidx=0;
    always@(posedge clk)
    begin
    case(state)
        idle: begin
            tx     <=1'b1;
            txData <=8'h00;
            Bitidx=0;
            if(start==1'b1)
            begin
                txData <={1'b1,8'h41,1'b0};
                state <=send;
            end
            else
            begin
                state <=idle;
            end
            end
         send: begin
            tx     <= txData[Bitidx];
            Bitidx <=Bitidx+1;
            state  <=check;
         end
         check: begin
         if(bitdone == 1'b1)
            begin
            if(Bitidx==10)
                begin
                state <=idle;
                end
             else
                begin
                state <=send;
                end   
            end
         end
    default : state <=idle;   
    endcase
    end
    integer rcount=0;
    integer rindex=0;
    parameter ridle=0,rwait=1,recv=2,rcheck=3;
    reg [1:0] rstate;
    always@(posedge clk)
    begin
    case(rstate)
    ridle:
        begin
            Rxflag <=0;
            rxdata <=8'h00;
            rindex <=0;
            if(rx == 1'b0)
            begin
                rstate <= recv;
            end
            else
            begin
                rstate <=ridle;
            end
        end
    rwait:
        begin
            if(rcount < wait_count/2 )
            begin
                rcount <= rcount+1;
                rstate <= rwait;
            end
            else
            begin
                rcount <=0;
                rstate <=recv;
                rxdata <={rx,rxdata[7:1]};
            end
        end    
    recv:
        begin
            if(bitdone == 1'b1)
            begin
                rstate <= rcheck;
            end
            else
            begin
                rstate <=recv;
           end
        end
     rcheck:
        begin
        if(rindex <8)
            begin
                rindex <= rindex+1;
                rstate <= rwait;
            end
        else
            begin
                rstate <=ridle;
                rindex <=0;
                Rxflag <= 1'b1;
            end    
        end 
    default : rstate <=ridle;      
    endcase
    end
endmodule
==> results.sh <==
# implementation run metrics
export IMPL_p_seq_share_pct=51.0
export IMPL_cts_root_buffer="clkbuf_16"
export IMPL_r2r_setup_slack_ns=1.84
export IMPL_cts_inserted_buffers=17
export IMPL_top_cell_area_share_pct=44.3
export IMPL_swShare_pct=33.2
export IMPL_power_density_mw_per_mm2=629
export IMPL_clockBufferDepth=2
export IMPL_top_usage_layer="met1"
export IMPL_n_antenna_cell=0
export IMPL_htreeDepth=4
export IMPL_logic_area_sq_mm=0.00326
export IMPL_slowest_delay_ns=0.47
export IMPL_holdBufCountCts=0
export IMPL_synth_avg_cell_area_sq_um=10.1
export IMPL_grt_max_degree=44
export IMPL_maxSlewViolCount=0
export IMPL_pwr_share_clk_pct=27.0
export IMPL_ant_nets=0
export IMPL_place_congestion=0.816
export IMPL_p_leak_nw=2.76
export IMPL_routed_via_count=5249
export IMPL_dieHeight_um=160
export IMPL_layout_drive_gt1_share_pct=6.15
export IMPL_edf_count=110
export IMPL_dp_cells=1056
export IMPL_ys_top_cells_by_area="edfxtp_1, dfxtp_1, xnor2_1, nor2_1, xor2_1"
export IMPL_rsz0062_at_grt="no"
export IMPL_ys_types=41
export IMPL_cts_tree="done"
export IMPL_synthCells=738
export IMPL_fillCellCount=2353
export IMPL_async_flop_share_pct=0
export IMPL_rows=57
export IMPL_flop_area_sq_mm=0.00398
export IMPL_fp_util_pct=30.7
export IMPL_port_buffers=12
export IMPL_antenna_found_initial=0
export IMPL_outcome="finished, final reports clean"
export IMPL_holdPathStages=1
export IMPL_grt_pass1_vias=4883
export IMPL_worstReg2RegEnd="rxdata[0]$_SDFFCE_PP0P_"
export IMPL_warning_count=30
export IMPL_slew_headroom_pct=46.5
export IMPL_period_needed_ns=2.36
export IMPL_finalCritPeriodShare_pct=56.1
export IMPL_use_met1_pct=18.5
export IMPL_cp_cell_sequence="nor4_1, nand4_1, a311oi_1, nor2_2, buf_4, mux2_2"
export IMPL_timing_fmax_ghz=0.424
export IMPL_met2_usage_pct=16.7
export IMPL_crit_arrival_ns=2.51
export IMPL_r2r_cells=6
export IMPL_grtUsageTotal_pct=11.6
export IMPL_use_met3_pct=3.39
export IMPL_min_to="count[0]$_SDFF_PP0_"
export IMPL_p_int_w=0.00357
export IMPL_viasPerCell=4.82
export IMPL_r2r_start="rcount[22]$_SDFFCE_PP0N_"
export IMPL_insertion_delay_ns=0.42
export IMPL_hold_viol_final=0
export IMPL_drv_cap=0
export IMPL_core_sq_mm=0.0243
export IMPL_cts_sinks=144
export IMPL_first_pass_iters=4
export IMPL_cp_end_kind="flip-flop"
export IMPL_io_pins=13
export IMPL_clock_skew_ns=0.00736
export IMPL_dp_hpwl_mm=8.78
export IMPL_drt_initial_drc_count=310
export IMPL_finalSetupTns_ns=0
export IMPL_dieArea_sq_mm=0.0255
export IMPL_netlist_top_cell_by_area="edfxtp_1"
export IMPL_grt_pass1_wl_mm=23.8
export IMPL_die_w_um=160
export IMPL_cp_start_kind="flip-flop"
export IMPL_setup_viol=0
export IMPL_p_switching_w=0.00178
export IMPL_yosys_area_sq_mm=0.00746
export IMPL_drc=0
export IMPL_ys_ff=144
export IMPL_yosys_stat_seqShare_pct=53.4
export IMPL_netlist_area_sq_mm=0.00746
export IMPL_hp_class="reg -> reg"
export IMPL_vdd_drop_max_uv=366
export IMPL_cp_max_fo=32
export IMPL_instances_no_fill=1088
export IMPL_routed_wl_mm=13.9
export IMPL_synth_warnings=1
export IMPL_hp_start="count[0]$_SDFF_PP0_"
export IMPL_post_cts_resized=0
export IMPL_critPathRequiredTime_ns=4.35
export IMPL_ys_cells=738
export IMPL_area_growth_pct=14.0
export IMPL_worstMarginPinSlew_ns=0.795
export IMPL_p_comb_share_pct=22.0
export IMPL_clkTransAtPathRegs_ns=0.06
export IMPL_crit_type="reg -> reg"
export IMPL_grt_overflow=0
export IMPL_ys_flop_type="edfxtp_1"
export IMPL_cp_slowest_cell="a311oi_1"
export IMPL_post_cts_setup_buffers=0
export IMPL_routedWlPerCell_um=12.7
==> cells in the final DEF (no fill, tap or decap), types with 16 or more instances in the layout <==
cell and count:
nor3_1 26, inv_1 28, and3_1 16, clkbuf_16 19, xor2_1 47, xnor2_1 62
edfxtp_1 110, nand3_1 40, nand2_1 48, dfxtp_1 34, and4_1 16, nor2_1 135
nand4_1 33, nor4_1 31
==> synthesized netlist by cell type, types with 2 or more instances <==
cell,count
nor3b_1,4
inv_1,28
buf_2,2
a21oi_1,10
nand2_1,48
or3_1,11
buf_4,4
nor4_1,31
dfxtp_1,34
edfxtp_1,110
ha_1,10
nor2b_1,2
and2_1,14
clkbuf_1,16
nor2_1,136
nor3_1,26
nor4b_1,4
nand3_2,3
and3_1,16
a31oi_1,3
xor2_1,47
xnor2_1,62
nand4_1,33
nand3_1,40
buf_1,2
and4_1,16
o21ai_0,12
==> power groups by stage <==
| stage | logic [W] | clock network [W] | registers [W] |
|---|---|---|---|
| 5_1_grt | 0.00134 | 0.00154 | 0.00281 |
| 4_1_cts | 0.00120 | 0.00147 | 0.00272 |
| 6_report | 0.00117 | 0.00144 | 0.00272 |
==> registers in the layout, summed over array words and instances, names as in the netlist <==
| register | flops |
|---|---|
| state | 2 |
| bitdone | 1 |
| Bitidx | 32 |
| rcount | 32 |
| count | 32 |
| Rxflag | 1 |
| rindex | 32 |
| rstate | 2 |
| rxdata | 8 |
| txData | 1 |
| tx | 1 |
==> worst max-delay path by stage <==
stage                                     from                      end  slack, ns  depth (start not counted)
final                 rcount[22]$_SDFFCE_PP0N_  rxdata[0]$_SDFFCE_PP0P_       1.84                          6
after global routing  rcount[22]$_SDFFCE_PP0N_  rxdata[2]$_SDFFCE_PP0P_       1.73                          6
after CTS             rcount[22]$_SDFFCE_PP0N_  rxdata[0]$_SDFFCE_PP0P_       1.84                          6
==> per-layer routing <==
layer / routed length (um) / vias up / share of wire [%]
met4: 167 / 0 / 1.2
met2: 5880 / 73 / 42
met5: 0 / - / 0
met1: 7160 / 2501 / 52
met3: 652 / 13 / 4.7
li1: - / 2662 / -
==> through the flow <==
stage / hold WS, ns / setup slack (ns) / utilization [%] / instance area, sq um / power (W)
finish: 0.481 / 1.84 / 34.9 / 8500 / 0.00534
global route: 0.522 / 1.73 / 34.9 / 8500 / 0.00568
CTS: 0.485 / 1.84 / 34.9 / 8500 / 0.00539
detailed placement: 0.470 / 1.85 / 32.6 / 7930 / 0.00392
global placement: 0.460 / 1.84 / 32.6 / 7930 / 0.00391
floorplan: 0.438 / 2.00 / - / 7460 / 0.00348
==> cells by family (layout without fill, tap and decap cells) <==
logic type | count (synthesis) | in the layout | share of synthesized area (%)
adder cells (fa/ha/maj) | 10 | 10 | 1.68
buffers and inverters | 53 | 79 | 2.92
XOR/XNOR | 109 | 109 | 12.8
multiplexers | 1 | 1 | 0.151
flip-flops | 144 | 144 | 53.4
AND-OR/OR-AND | 30 | 30 | 2.30
AND/OR/NAND/NOR | 391 | 391 | 26.7
==> cell type report <==
type / count / area share [%]
clock inverters: 8 / 0.545
multi-input cells: 541 / 38.4
clock buffers: 24 / 6.17
flip-flops and latches: 144 / 46.9
well taps: 324 / 4.77
repair buffers: 19 / 2.03
inverters: 28 / 1.24
==> critical path: cells and delay by family, from the launching register on <==
family | cells | cell delay, ns
DFF | 1 | 0.45
buffers and inverters | 1 | 0.25
AOI/OAI and AO/OA | 1 | 0.47
and+or+nand+nor | 3 | 0.53
muxes | 1 | 0.39
No activity file was given, so power comes from the tool's default toggle rates.
